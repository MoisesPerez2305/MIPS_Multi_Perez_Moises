$ cat ./config.mk
export PLATFORM = sky130hd
export DESIGN_NAME = DataMemory
export DESIGN_NICKNAME = DataMemory
export VERILOG_FILES = /design/flow/design.v
export SDC_FILE = /design/flow/constraint.sdc
export NUM_CORES = 4
export LEC_CHECK = 1
export CORE_UTILIZATION = 40
export SYNTH_HDL_FRONTEND = slang
export SYNTH_MEMORY_MAX_BITS = 65536
$ cat ./constraint.sdc
current_design DataMemory

set clk_period 22.7
set clk_io_pct 0.2

create_clock -name clk0 -period $clk_period [get_ports {clk}]

set non_clock_inputs [all_inputs -no_clocks]
set_input_delay [expr $clk_period * $clk_io_pct] -clock clk0 $non_clock_inputs
set_output_delay [expr $clk_period * $clk_io_pct] -clock clk0 [all_outputs]
$ cat ./design.v
module DataMemory 
#(	parameter DATA_WIDTH=8,
	parameter MEMORY_DEPTH = 1024
)
(
	input [DATA_WIDTH-1:0] WriteData,
	input [DATA_WIDTH-1:0]  Address,
	input MemWrite,MemRead, clk,
	output [DATA_WIDTH-1:0]  ReadData
);
	reg [DATA_WIDTH-1:0] ram[MEMORY_DEPTH-1:0];
	wire [DATA_WIDTH-1:0] ReadDataAux;
	wire [(DATA_WIDTH-1):0] newAddress;
	assign newAddress = Address - 32'h1001_0000;
	always @ (posedge clk)
	begin
		if (MemWrite)
			ram[newAddress] <= WriteData;
	end
	assign ReadDataAux = ram[newAddress];
  	assign ReadData = {DATA_WIDTH{MemRead}}& ReadDataAux;
endmodule
$ cat ./run.sh
#!/bin/bash
# OpenROAD 26Q1-2900-gdf79404cd8, Yosys 0.63+post, stock flow scripts
make -C /OpenROAD-flow-scripts/flow DESIGN_CONFIG=/design/flow/config.mk WORK_HOME=/design/flow/orfs finish
==> flow_metrics.tcl <==
# place-and-route summary
set metrics [dict create \
    status "finished clean" \
    ys.flop_type "edfxtp_1" \
    first_global_vias 42600 \
    top_register "ram" \
    area_delta_synth_final_pct 12.8 \
    h-tree-depth 4 \
    track_usage 0.217 \
    cts.sinks 2048 \
    period_minus_slack_ns 14.14 \
    hold_path.class "in2reg" \
    overflow 0 \
    fp.dieArea_mm2 0.202 \
    fp_util 0.404 \
    port_buffers 26 \
    hold_viol 0 \
    postCtsSetupBuffers 0 \
    avgSynthCellArea_um2 20.4 \
    antenna_left 0 \
    hold_buffers 0 \
    crit_slowest_cell "buf_4" \
    die_y_um 449 \
    dp_hpwl_mm 122 \
    ys_cells 3926 \
    arrival_ns 9.60 \
    syn_area_mm2 0.0800 \
    topRoutingLayerUsed "met5" \
    core-area_mm2 0.198 \
    top_regs "ram x2048" \
    ioPinCount 27 \
    start_kind "primary input" \
    critPathRequiredTime_ns 18.16 \
    clock.fmax_mhz 70.7 \
    rsz0062_at_grt "false" \
    final_cell_mix "2048 x edfxtp_1, 391 x mux4_2, 276 x nor2_1" \
    path_cells "buf_8 -> buf_12 -> buf_4 -> buf_4 -> mux2i_1 -> o21ai_0 -> or4_1 -> a2111oi_0 -> o21ai_0 -> buf_4 -> and4_1 -> clkdlybuf4s50_1" \
    edf_count 2048 \
    drive_gt1_frac 0.219 \
    ys.flops 2048 \
    n_fill_cell 16200 \
    viasPerCell 5.63 \
    lay_top_count "edfxtp_1" \
    warnings 30 \
    cts_made_buffers 202 \
    synthCells 3926 \
    path_max_fanout 80 \
    worst_pin_slew_ns 0.968 \
    antenna_found_initial 2 \
    wl_met2_mm 93.4 \
    grt_pass1_wl_mm 290 \
    fin_crit_sh 0.623 \
    met3_length_mm 29.3 \
    met1_length_mm 67.0 \
    synth_async_sr_flop_share 0 \
    die_w_um 449 \
    gp_congestion 0.956 \
    place_inst 6536 \
    tritoncts "done" \
    fin_ws_ns 8.56 \
    vdd_drop_max_uv 68.0 \
    max_cap_viol_count 0 \
    setup_viol 0 \
    clk_path_buf_depth 3 \
    clkTransAtPathRegs_ns 0.05 \
    finalNonFillerCells 6914 \
    crit_path_end_kind "output port" \
    ys_warn_count 0 \
    power_density_mw_per_mm2 86.8 \
    drv_slew 0 \
    ys_area_mm2 0.0800 \
    via_count 38900 \
    path_class "in2out" \
    grt_max_degree 117 \
    crit_path_frequent_cell "buf_4" \
    leakage_nw 28.2 \
    root_buffer "clkbuf_16" \
    max_stage_delay_ns 0.66 \
    routed_wirelength_mm 197 \
    largest_reg_flops 2048 \
    pre_cts_ws_ns 8.53 \
    dr.pass1.iters 7 \
    whs_ns 4.09 \
    ys_seq_share 0.769 \
    drt_iter0_markers 2412 \
    num_rows 163 \
    setup_tns_ns 0 \
    cts_resized 0 \
    relSlewSlack 0.352 \
    synth.distinct_cells 58 \
    drc 0 \
    wl_per_cell_um 28.6 \
]
## final cells by class
cell class,count,area (um^2),share of cell area
Sequential cell,2048,61500,0.682
Multi-Input combinational cell,1639,17200,0.191
Clock buffer,250,5260,0.0583
Tap cell,2640,3300,0.0366
Timing Repair Buffer,204,1670,0.0185
Clock inverter,122,1270,0.0141
Inverter,5,18.8,0.000208
Antenna cell,6,15.0,0.000166
## critical path, delay by kind of cell
family,cells,cell delay (ns)
AOI/OAI and AO/OA,3,0.69
buffers and inverters,6,3.00
muxes,1,0.27
and+or+nand+nor,2,0.91
## metrics by stage
stage	utilization	total power [mW]	instance area [um^2]
3_3_place_gp	0.423	4.62	83700
5_1_grt	0.456	8.06	90200
2_1_floorplan	-	4.45	80000
3_5_place_dp	0.423	4.63	83700
4_1_cts	0.456	7.90	90200
6_report	0.456	7.83	90200
## cells by family after synthesis
family / share of synthesized area
AOI/OAI and AO/OA: 0.0334
DFF: 0.769
muxes: 0.150
and+or+nand+nor: 0.0310
buffers and inverters: 0.0166
## power breakdown
group	internal [mW]	switching, mW
sequential	4.17	0.00165
combinational	0.125	0.249
clock	1.88	1.41
## cells in the mapped netlist, types with 28 or more instances
cell | instances | area [um^2]
edfxtp_1 | 2048 | 61500
nor2_1 | 279 | 1050
o22ai_1 | 63 | 394
mux4_2 | 391 | 8810
buf_6 | 28 | 315
clkbuf_1 | 71 | 267
mux2i_1 | 263 | 2630
buf_2 | 89 | 445
o21ai_0 | 38 | 190
nand2_1 | 93 | 349
mux2_2 | 50 | 563
nand3_1 | 52 | 260
buf_4 | 29 | 218
a22oi_1 | 100 | 751
a21oi_1 | 40 | 200
## path summary, 6_finish.rpt
kind                     start     endpoint  cells past startpoint
hold / removal    WriteData[3]  ram[254][3]                      1
setup / recovery    Address[1]  ReadData[0]                     12
## layer usage
| layer | track usage | vias up |
|---|---|---|
| met2 | 0.317 | 1994 |
| met5 | 0.00545 | - |
| met4 | 0.0683 | 4 |
| li1 | - | 16700 |
| met3 | 0.143 | 346 |
| met1 | 0.276 | 19900 |
Power figures rest on the tool's default switching activity, not on a simulated workload.
