<file path="./constraint.sdc">
current_design flipflop

set clk_period 1.5
set clk_io_pct 0.2

create_clock -name clk0 -period $clk_period [get_ports {clk}]

set non_clock_inputs [all_inputs -no_clocks]
set_input_delay [expr $clk_period * $clk_io_pct] -clock clk0 $non_clock_inputs
set_output_delay [expr $clk_period * $clk_io_pct] -clock clk0 [all_outputs]
</file>
<file path="./design.v">
module flipflop#(
	parameter WIDTH = 32
)
(
	input [WIDTH-1:0] d,
	input clk,
	input reset,
	input enable,
	output [WIDTH-1:0] q
);
	reg [WIDTH-1:0] q6;
always @(posedge clk or negedge reset) begin
	if (!reset)
		q6 <= 0;
	else if(enable)
		q6 <= d;
	end
	assign q = q6;
endmodule 	
</file>
<file path="./config.mk">
export PLATFORM = sky130hd
export DESIGN_NAME = flipflop
export DESIGN_NICKNAME = flipflop
export VERILOG_FILES = /design/flow/design.v
export SDC_FILE = /design/flow/constraint.sdc
export NUM_CORES = 4
export LEC_CHECK = 1
export CORE_AREA = 10 10 94 94
export DIE_AREA = 0 0 104 104
export SYNTH_HDL_FRONTEND = slang
</file>
<file path="./run.sh">
#!/bin/bash
# OpenROAD 26Q1-2900-gdf79404cd8, Yosys 0.63+post, stock flow scripts
make -C /OpenROAD-flow-scripts/flow DESIGN_CONFIG=/design/flow/config.mk WORK_HOME=/design/flow/orfs finish
</file>
==> results.tsv <==
metric	value	unit
GR Overflow Total	0	
reg-to-reg endpoint	q[10]	
CTS tree	done	
fraction of layout cells with a size suffix above 1	29.3	%
Iteration-0 DRC Markers	12	
Pleak	0.951	nW
worst reg-to-reg setup slack	0.74	ns
final cycle utilization of the critical path	95.5	%
setup violators final	0	
crit path capture	q[24]	
leading area contributor after synthesis	dfrtp_1	
setup bufs post-CTS	0	
Top cell excl fill/tap	clkdlybuf4s50_1	
clock tree buffer depth	2	
ys cells	68	
ys flops	32	
Crit. End Element	primary output	
PD cells	976	nW/um^2
Avg Inst Size Synth	19.8	sq um
PostCTS Resize Cnt	0	
sequential area share after synthesis	59.5	%
WL final	3290	um
Fmax	0.698	GHz
worst endpoint required time	1.20	ns
status	finished clean	
WP data arrival	1.13	ns
Crit Path Class	flop to primary output	
Register-to-Register Path Depth	1	
synth top area cells	dfrtp_1, mux2_4, buf_12	
clock-pin transition on the worst setup and hold timing paths	0.07	ns
Final TNS setup	0	ns
Syn Std Cell Area	1350	sq um
Rel. slew slack	83.4	%
FP Util	19.7	%
WL/cell	14.0	um
startpoint types	flop	
Vias/cell	3.53	
filler instances	694	
die area	10800	sq um
Worst path depth	1	
drt first pass iters	2	
peak per-stage delay on the critical path	0.50	ns
routed vias	832	
TritonCTS buffer count	5	
first-pass GRT wire length	5600	um
Chip Area, Yosys	1350	sq um
pre-CTS setup slack	0.340	ns
clk_skew	0	ns
Remaining DRCs	0	
crit path time final	1.43	ns
post-detailed-route count of antenna-violating nets	0	
final worst slack	0.0682	ns
crit-path max FO	2	
critical path launch point	q[24]	
worst slew pin tran	0.250	ns
Hold Crit Class	primary input to asynchronous set/reset pin	
clk latency late pin	0.28	ns
CTS Root Cell	clkbuf_8	
CP delay by family, top	buffers and inverters	
row cnt	30	
slowest CP cell	clkdlybuf4s50_1	
Max Cap Viol	0	
multi-input logic area	473	sq um
WP buf/inv	1	
Layout area overhead	62.0	%
tool warnings	25	
dominant logic cell types in the final layout	clkdlybuf4s50_1, dfrtp_1, mux2_4, clkbuf_8	
core area	6830	sq um
GRT Util Overall	6.25	%
pins over their slew limit	0	
H-tree Lvls	2	
Synth Instances	68	
die height	104	um
RSZ-0062 raised after global routing	false	
I/O pin total	67	
Reg-to-Reg Start	q[10]	
final RePlAce weighted congestion	0.650	
VDD IR max	0.373	mV
Clock Sink Count	32	
distinct lib cells	5	
top-area cell type share of the netlist area	59.5	%
final hold viol count	0	
hold_buf cts	0	
end-of-flow core utilization	31.9	%
register area	801	sq um
initial antenna violation count	0	
WHS	0.379	ns
vias in the first global route	963	
n_diodes	0	
synth warn	0	
max reg flops	32	
I/O Buffers	66	
crit path cell chain	clkdlybuf4s50_1	
Die Wd	104	um
largest net degree at the start of global routing	33	
[cell type report]
type,instances,area share (%)
Tap cell,96,5.51
Clock buffer,8,4.13
Timing Repair Buffer,68,31.9
Multi-Input combinational cell,32,21.7
Sequential cell,32,36.7
[logic make-up (layout without fill, tap and decap cells)]
family / Yosys count / after routing / share of synthesized area, %
buf+inv: 4 / 76 / 5.30
flops: 32 / 32 / 59.5
mux: 32 / 32 / 35.2
[synth_stat cells]
library cell and number:
dfrtp_1 32, mux2_4 30, buf_6 1, buf_12 3, mux2_2 2
[per-stage QoR]
stage | total power [W] | instance area (sq um) | instances
2_1_floorplan | 0.00116 | 1350 | 68
3_3_place_gp | 0.00146 | 2090 | 228
3_5_place_dp | 0.00146 | 2090 | 228
4_1_cts | 0.00219 | 2180 | 236
5_1_grt | 0.00226 | 2180 | 236
6_report | 0.00213 | 2180 | 236
[how the worst min path moves through the flow]
stage                    to  cells after the start  startpoint  slack (ns)
after CTS             q[16]                      2       reset        0.38
after global routing  q[13]                      2       reset        0.38
final                 q[13]                      2       reset        0.38
[power breakdown]
part / leakage (nW) / internal (W) / switching, W
Clock: 0.0455 / 0.000374 / 0.000317
Sequential: 0.374 / 0.000950 / 0.0000467
Combinational: 0.531 / 0.000348 / 0.0000910
Total: 0.951 / 0.00167 / 0.000455
[layer usage]
metal  part of all wire (%)  up-vias  wire (um)  track usage, %
met2                     38       51       1240            7.79
met1                     49      399       1620            9.21
met4                   0.76        0         25           0.596
met3                     12        3        410            3.76
met5                      0        -          0               0
li1                       -      379          -               -
Power figures rest on the tool's default switching activity, not on a simulated workload.
